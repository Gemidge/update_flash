[design.v]
module uart (
	input	wire								sys_clk,
	input	wire								sys_rst_n,
	input	wire								uart_rxd_i,
	output	wire								uart_txd_o,
	output	wire								uart_rx_valid_o,
	output	wire	[7:0]						uart_rxdata_o,
	input	wire								uart_tx_en_i,
	input	wire	[7:0]						uart_txdata_i,
	output	wire								uart_tx_busy_o
);
	parameter		CLK_FREQ					= 'd50_000_000;
	parameter		BPS							= 'd115200;
uart_rx											# (
	.CLK_FREQ									( CLK_FREQ		),
	.BPS										( BPS			)
	)											u1_uart_rx (
	.sys_clk									( sys_clk		),
	.sys_rst_n									( sys_rst_n		),
	.uart_rxd_i									( uart_rxd_i	),
	.uart_rx_valid_o							( uart_rx_valid_o	),
	.uart_rxdata_o								( uart_rxdata_o	)
);
uart_tx 										# (
	.CLK_FREQ									( CLK_FREQ		),
	.BPS										( BPS			)
	)											u2_uart_tx (
	.sys_clk									( sys_clk		),
	.sys_rst_n									( sys_rst_n		),
	.uart_tx_en_i								( uart_tx_en_i	),
	.uart_txdata_i								( uart_txdata_i	),
	.uart_tx_busy_o								( uart_tx_busy_o),
	.uart_txd_o									( uart_txd_o	)
);
endmodule
module uart_rx (
	input	wire								sys_clk,
	input	wire								sys_rst_n,
	input	wire								uart_rxd_i,				 
	output	reg									uart_rx_valid_o,
	output	reg		[7:0]						uart_rxdata_o
);
	parameter		CLK_FREQ					= 'd50_000_000;
	parameter		BPS							= 'd115200;
	localparam		COUNT						= CLK_FREQ / BPS;
	localparam		HALF_COUNT					= COUNT / 2;
	reg											uart_rxd_i_d1;
	reg											uart_rxd;
	reg											uart_rxd_d1;
	reg		[15:0]								cnt_bps;
	reg		[3:0]								cnt_data;				 
always @ ( posedge sys_clk or negedge sys_rst_n ) begin
	if ( !sys_rst_n ) begin
		uart_rxd_i_d1 <= 1'b1;
		uart_rxd <= 1'b1;
		uart_rxd_d1 <= 1'b1;
	end else begin
		uart_rxd_i_d1 <= uart_rxd_i;
		uart_rxd <= uart_rxd_i_d1;
		uart_rxd_d1 <= uart_rxd;
	end
end
always @ ( posedge sys_clk or negedge sys_rst_n ) begin
	if ( !sys_rst_n ) begin
		cnt_bps <= 16'd0;
	end else if ( !uart_rxd && uart_rxd_d1 && cnt_bps == 0 ) begin		 
		cnt_bps <= 16'd1;
	end else if ( cnt_bps >= COUNT && cnt_data < 'd9 ) begin
		cnt_bps <= 16'd1;
	end else if ( cnt_bps >= HALF_COUNT && cnt_data >= 'd9 ) begin		 
		cnt_bps <= 16'd0;
	end else if ( cnt_bps > 0 ) begin
		cnt_bps <= cnt_bps + 16'd1;
	end else begin														 
		cnt_bps <= 16'd0;
	end
end
always @ ( posedge sys_clk or negedge sys_rst_n ) begin
	if ( !sys_rst_n ) begin
		cnt_data <= 4'd0;
	end else if ( cnt_bps >= COUNT && cnt_data < 'd9 ) begin
		cnt_data <= cnt_data + 4'd1;
	end else if ( cnt_bps >= HALF_COUNT && cnt_data >= 'd9 ) begin
		cnt_data <= 4'd0;
	end else begin
		cnt_data <= cnt_data;
	end
end
always @ ( posedge sys_clk or negedge sys_rst_n ) begin
	if ( !sys_rst_n ) begin
		uart_rxdata_o <= 8'h0;
	end else if ( cnt_bps == HALF_COUNT ) begin
		case ( cnt_data )
			'd1: uart_rxdata_o <= { uart_rxdata_o[7:1], uart_rxd };
			'd2: uart_rxdata_o <= { uart_rxdata_o[7:2], uart_rxd, uart_rxdata_o[0] };
			'd3: uart_rxdata_o <= { uart_rxdata_o[7:3], uart_rxd, uart_rxdata_o[1:0] };
			'd4: uart_rxdata_o <= { uart_rxdata_o[7:4], uart_rxd, uart_rxdata_o[2:0] };
			'd5: uart_rxdata_o <= { uart_rxdata_o[7:5], uart_rxd, uart_rxdata_o[3:0] };
			'd6: uart_rxdata_o <= { uart_rxdata_o[7:6], uart_rxd, uart_rxdata_o[4:0] };
			'd7: uart_rxdata_o <= { uart_rxdata_o[7], uart_rxd, uart_rxdata_o[5:0] };
			'd8: uart_rxdata_o <= { uart_rxd, uart_rxdata_o[6:0] };
			default: uart_rxdata_o <= uart_rxdata_o;
		endcase
	end else begin
		uart_rxdata_o <= uart_rxdata_o;
	end
end
always @ ( posedge sys_clk or negedge sys_rst_n ) begin
	if ( !sys_rst_n ) begin
		uart_rx_valid_o <= 1'b0;
	end else if ( cnt_bps >= HALF_COUNT && cnt_data >= 'd9 ) begin		 
		uart_rx_valid_o <= 1'b1;
	end else begin
		uart_rx_valid_o <= 1'b0;
	end
end
endmodule
module uart_tx (
	input	wire								sys_clk,
	input	wire								sys_rst_n,
	input	wire								uart_tx_en_i,
	input	wire	[7:0]						uart_txdata_i,
	output	reg									uart_tx_busy_o,
	output	reg									uart_txd_o					 
);
	parameter		CLK_FREQ					= 'd50_000_000;
	parameter		BPS							= 'd115200;
	localparam		COUNT						= CLK_FREQ / BPS;
	reg		[7:0]								uart_txdata;
	reg		[15:0]								cnt_bps;
	reg		[3:0]								cnt_data;					 
always @ ( posedge sys_clk or negedge sys_rst_n ) begin
	if ( !sys_rst_n ) begin
		uart_txdata <= 8'h0;
	end else if ( uart_tx_en_i && !uart_tx_busy_o ) begin
		uart_txdata <= uart_txdata_i;
	end else begin
		uart_txdata <= uart_txdata;
	end
end
always @ ( posedge sys_clk or negedge sys_rst_n ) begin
	if ( !sys_rst_n ) begin
		cnt_bps <= 16'd0;
	end else if ( uart_tx_en_i && !uart_tx_busy_o ) begin
		cnt_bps <= 16'd1;
	end else if ( cnt_bps >= COUNT && cnt_data < 'd9 ) begin
		cnt_bps <= 16'd1;
	end else if ( cnt_bps >= COUNT ) begin
		cnt_bps <= 16'd0;
	end else if ( uart_tx_busy_o ) begin
		cnt_bps <= cnt_bps + 16'd1;
	end else begin
		cnt_bps <= 16'd0;
	end
end
always @ ( posedge sys_clk or negedge sys_rst_n ) begin
	if ( !sys_rst_n ) begin
		cnt_data <= 4'd0;
	end else if ( cnt_bps >= COUNT && cnt_data < 'd9 ) begin
		cnt_data <= cnt_data + 4'd1;
	end else if ( cnt_bps >= COUNT ) begin
		cnt_data <= 4'd0;
	end else begin
		cnt_data <= cnt_data;
	end
end
always @ ( posedge sys_clk or negedge sys_rst_n ) begin
	if ( !sys_rst_n ) begin
		uart_tx_busy_o <= 1'b0;
	end else if ( uart_tx_en_i && !uart_tx_busy_o ) begin				 
		uart_tx_busy_o <= 1'b1;
	end else if ( cnt_bps >= COUNT && cnt_data >= 'd9 ) begin			 
		uart_tx_busy_o <= 1'b0;
	end else begin
		uart_tx_busy_o <= uart_tx_busy_o;
	end
end
always @ ( posedge sys_clk or negedge sys_rst_n ) begin
	if ( !sys_rst_n ) begin
		uart_txd_o <= 1'b1;
	end else if ( uart_tx_busy_o ) begin
		case ( cnt_data )
			'd0: uart_txd_o <= 1'b0;
			'd1: uart_txd_o <= uart_txdata[0];
			'd2: uart_txd_o <= uart_txdata[1];
			'd3: uart_txd_o <= uart_txdata[2];
			'd4: uart_txd_o <= uart_txdata[3];
			'd5: uart_txd_o <= uart_txdata[4];
			'd6: uart_txd_o <= uart_txdata[5];
			'd7: uart_txd_o <= uart_txdata[6];
			'd8: uart_txd_o <= uart_txdata[7];
			'd9: uart_txd_o <= 1'b1;
			default: uart_txd_o <= 1'b1;
		endcase
	end else begin
		uart_txd_o <= 1'b1;
	end
end
endmodule
[run.sh]
#!/bin/bash
# OpenROAD 26Q1-2900-gdf79404cd8, Yosys 0.63+post, stock flow scripts
make -C /OpenROAD-flow-scripts/flow DESIGN_CONFIG=/design/flow/config.mk WORK_HOME=/design/flow/orfs finish
[config.mk]
export PLATFORM = sky130hd
export DESIGN_NAME = uart
export DESIGN_NICKNAME = uart
export VERILOG_FILES = /design/flow/design.v
export SDC_FILE = /design/flow/constraint.sdc
export NUM_CORES = 4
export LEC_CHECK = 1
export CORE_UTILIZATION = 40
[constraint.sdc]
current_design uart

set clk_period 4.0
set clk_io_pct 0.2

create_clock -name clk0 -period $clk_period [get_ports {sys_clk}]

set non_clock_inputs [all_inputs -no_clocks]
set_input_delay [expr $clk_period * $clk_io_pct] -clock clk0 $non_clock_inputs
set_output_delay [expr $clk_period * $clk_io_pct] -clock clk0 [all_outputs]
==> summary.json <==
{
  "run_status": {
    "run_status": "finished, final reports clean"
  },
  "setup_path": {
    "path_cells": "or4_4, nand2b_4, or4_4, nor4_4, mux2_1",
    "crit_required_ns": 4.21,
    "critical_path_endpoint_category": "register",
    "path_max_fanout": 4,
    "cp.arrival_ns": 2.53,
    "worst_path_max_delay_cell": "sky130_fd_sc_hd__or4_4",
    "cpLargestDelayFamily": "simple AND/OR/NAND/NOR gates",
    "critical_path.startpoint_type": "register",
    "timing_worst_setup_path_type": "register to register",
    "timing.critical_path.buf_inv": 0,
    "critical_path.max_stage_delay_ns": 0.59,
    "critical_path.most_common_cell": "sky130_fd_sc_hd__or4_4"
  },
  "yosys": {
    "mappedNetlistArea_um2": 2895,
    "leading_area_contributor_after_synthesis": "sky130_fd_sc_hd__dfrtp_1",
    "ys_async_sr_fraction_pct": 100.0,
    "topCellsByArea": "sky130_fd_sc_hd__dfrtp_1 (50%), sky130_fd_sc_hd__ha_1 (6.5%), sky130_fd_sc_hd__mux2_2 (5.8%)",
    "syn-instance-count": 257,
    "count_of_library_flops_with_an_enable_pin": 0,
    "postSynthAreaPerCell_um2": 11.27,
    "yosys_warnings": 2,
    "synth_largest_type_area_fraction_pct": 50.13,
    "ff_type": "sky130_fd_sc_hd__dfrtp_1",
    "synth-seq-cells": 62,
    "post_synth_seq_share_pct": 53.76,
    "yosys.cell_types.count": 48,
    "ys_cells": 257,
    "yosys-stat-area_um2": 2895
  },
  "clock_network": {
    "post-cts-setup-buffers": 0,
    "h-tree-depth": 3,
    "clkSlewWorstSetupHoldPaths_ns": 0.07,
    "clk-insertion-delay-late_ns": 0.33,
    "ctsLongestPathBuffers": 2,
    "postCtsHoldBufs": 0,
    "ctsRootBufferMaster": "sky130_fd_sc_hd__clkbuf_8",
    "clock-sinks": 62,
    "cts_inserted_buffers": 9,
    "post_cts_resized": 0,
    "tritoncts": "done"
  },
  "finish": {
    "final_core_util_pct": 49.91,
    "ratio_of_cells_with_drive_above_1_in_the_final_layout_pct": 16.01,
    "flow.area_growth_from_synthesis_pct": 19.06
  },
  "route": {
    "routedWlPerCell_um": 12.20,
    "via_count": 1934,
    "drt_iter0_markers": 55,
    "routed_via_density": 4.811,
    "remaining_drc_errors": 0,
    "drt_pre_antenna_iters": 6,
    "final_antenna_net_count": 0,
    "antenna_cells_inserted": 0,
    "route.final.wire_length_mm": 4.903
  },
  "global_route": {
    "grt_start_max_net_pins": 34,
    "groute.usage.overall_pct": 14.69,
    "overflow": 0,
    "number_of_antenna_violations_at_the_first_check_in_global_routing": 0,
    "grt_pass1_vias": 1832,
    "grt_first_pass_wirelength_mm": 8.397
  },
  "floorplan": {
    "core_area_um2": 6907,
    "dieWidth_um": 87.08,
    "initial_core_util_pct": 41.92,
    "die_area_um2": 7582,
    "die_height_um": 87.08,
    "design.portCount": 23,
    "placement_rows": 30
  },
  "sta": {
    "grt_setup_unrepaired": "false",
    "final.setup.tns_ns": 0,
    "post-route-min-period_ns": 2.317,
    "finalMaxSlewViolations": 0,
    "final_hold_viol_count": 0,
    "timing.final.ws_setup_ns": 1.683,
    "final-setup-viol-count": 0,
    "tightestPinTransition_ns": 0.8056,
    "clock_skew_ns": 0.005366,
    "min_period_over_period_pct": 57.93,
    "slew_headroom_pct": 46.18,
    "fmax_mhz": 431.5
  },
  "placement": {
    "global_placement_routability_congestion": 0.8502,
    "placement.io_buffers": 22,
    "placement.setup.worst_slack_ns": 1.563,
    "hpwl_mm": 3.395
  },
  "run": {
    "max-cap-violations": 0,
    "log.warning_count": 36
  },
  "power": {
    "static-leakage-power_nw": 1.506,
    "worst_ir_drop_vdd_uv": 348.7,
    "power_density_nw_per_um2": 534.7
  },
  "worst_hold_path": {
    "timing.hold.worst.class": "register to register"
  }
}
-- state kept, by name, summed over array words and instances, names as in the netlist --
register / cells
u2_uart_tx.uart_txd_o: 1
u1_uart_rx.uart_rx_valid_o: 1
u1_uart_rx.cnt_data: 4
u2_uart_tx.cnt_bps: 16
u1_uart_rx.uart_rxd_d1: 1
u1_uart_rx.uart_rxdata_o: 8
u1_uart_rx.cnt_bps: 16
u1_uart_rx.uart_rxd: 1
u2_uart_tx.uart_tx_busy_o: 1
u1_uart_rx.uart_rxd_i_d1: 1
u2_uart_tx.cnt_data: 4
u2_uart_tx.uart_txdata: 8
-- cells by family (layout without fill, tap and decap cells) --
| kind of cell | count (synthesis) | after routing | share of synthesized area, % |
|---|---|---|---|
| multiplexers | 17 | 17 | 6.569 |
| AND/OR/NAND/NOR | 101 | 101 | 19.71 |
| adder cells (fa/ha/maj) | 15 | 15 | 6.482 |
| XOR/XNOR | 15 | 15 | 4.538 |
| flip-flops | 62 | 62 | 53.76 |
| buffers and inverters | 18 | 54 | 2.333 |
| AND-OR/OR-AND | 28 | 28 | 6.482 |
| other | 1 | 14 | 0.1295 |
-- layer usage --
metal  global-route usage, %  share of wire [%]  vias up  wire [um]
met5                       0                  0        -          0
met4                   1.667               0.71        0         35
met3                   3.654                3.5        4        174
met2                   22.69                 47       38       2328
met1                   22.71                 48      927       2364
li1                        -                  -      965          -
-- final cells by class --
type	instances	area [um2]
clock buffer	12	145.1
tap	96	120.1
clock inverter	4	22.52
fill	654	3460
timing repair buffer	24	230.2
multi-input combinational	190	1320
sequential	62	1556
inverter	14	52.55
-- power by group --
group	internal (mW)	switching, mW
clock	0.239	0.229
sequential	0.745	0.115
combinational	0.249	0.266
total	1.23	0.610
-- metrics by stage --
step	power [mW]	instance area (um2)	hold WS (ns)	std cells
finish	1.843	3447	0.3593	402
global route	1.989	3447	0.3619	402
CTS	1.873	3447	0.3637	402
detailed placement	1.389	3279	0.3484	386
global placement	1.387	3279	0.3466	386
floorplan	1.238	2944	0.3452	270
-- cell usage after synthesis, drive strengths merged (5+ instances only) --
| library cell | instances |
|---|---|
| xor2 | 7 |
| o21ai | 8 |
| inv | 14 |
| xnor2 | 8 |
| nor4 | 8 |
| nor2 | 25 |
| nor3 | 5 |
| nand2b | 5 |
| mux2 | 16 |
| ha | 15 |
| nand3 | 10 |
| nand2 | 24 |
| dfrtp | 58 |
-- cell usage in the layout (no fill, tap or decap), drive strengths merged, types with 3 or more instances in the layout --
master and n:
a21oi 4, a22oi 3, and3 3, buf 3, clkbuf 12, clkdlybuf4s50 21, clkinv 3, conb 14
dfrtp 58, dfstp 4, ha 15, inv 14, mux2 16, nand2 24, nand2b 5, nand3 10
nand4 3, nor2 25, nor2b 3, nor3 5, nor4 8, o21ai 8, or3 3, or4 3
xnor2 8, xor2 7
-- path summary, 6_finish.rpt --
| path | from | to | slack (ns) | cells after the start |
|---|---|---|---|---|
| max in group asynchronous | sys_rst_n | u1_uart_rx.uart_rxd | 2.61 | 2 |
| worst min-delay path | u1_uart_rx.uart_rxd_i_d1 | u1_uart_rx.uart_rxd | 0.36 | 0 |
| min in group asynchronous | sys_rst_n | u1_uart_rx.cnt_data[3] | 0.50 | 1 |
| worst max-delay path | u1_uart_rx.cnt_bps[12] | u1_uart_rx.uart_rxdata_o[4] | 1.68 | 5 |
| worst min register to register | u1_uart_rx.uart_rxd_i_d1 | u1_uart_rx.uart_rxd | 0.36 | 0 |
| worst max register to register | u1_uart_rx.cnt_bps[12] | u1_uart_rx.uart_rxdata_o[4] | 1.68 | 5 |
No activity file was given, so power comes from the tool's default toggle rates.
